$ cat /design/flow/constraint.sdc
current_design ram_dual_port_dist

set clk_period 3.3
set clk_io_pct 0.2

create_clock -name clk0 -period $clk_period [get_ports {clk}]

set non_clock_inputs [all_inputs -no_clocks]
set_input_delay [expr $clk_period * $clk_io_pct] -clock clk0 $non_clock_inputs
set_output_delay [expr $clk_period * $clk_io_pct] -clock clk0 [all_outputs]
$ cat /design/flow/config.mk
export PLATFORM = sky130hd
export DESIGN_NAME = ram_dual_port_dist
export DESIGN_NICKNAME = ram_dual_port_dist
export VERILOG_FILES = /design/flow/design.v
export SDC_FILE = /design/flow/constraint.sdc
export NUM_CORES = 4
export LEC_CHECK = 1
export CORE_UTILIZATION = 50
$ cat /design/flow/design.v
`timescale 1 ns / 1 ns
module ram_dual_port #(
  parameter data_width = 16,
  parameter addr_width = 10,
  parameter num_elements  = 16,
  parameter init_file  = "default.mem"
)(
  input [(data_width - 1) : 0] data_in_1, data_in_2,
  input [(addr_width - 1) : 0] addr_1, addr_2,
  input we_1, we_2, clk,
  output reg [(data_width - 1) : 0] data_out_1, data_out_2
);
  reg [(data_width - 1) : 0] ram[(num_elements - 1):0];
  integer i;
  initial begin
    if (init_file == "default.mem") begin
      for (i = 0; i < num_elements; i = i + 1)
        ram[i] = 0;
    end else begin
      $readmemh(init_file, ram);
    end
  end
  always @ ( posedge clk )
  begin
    if (we_1) begin
      ram[addr_1] <= data_in_1;
      data_out_1 <= data_in_1;
    end else begin
      data_out_1 <= ram[addr_1];
    end
  end
  always @ ( posedge clk )
  begin
    if (we_2) begin
      ram[addr_2] <= data_in_2;
      data_out_2 <= data_in_2;
    end else begin
      data_out_2 <= ram[addr_2];
    end
  end
endmodule
`timescale 1 ns / 1 ns
module ram_struct_dual_port #(
  parameter addr_width = 10,
  parameter num_elements  = 300,
  parameter init_file0  = "default.mem",
  parameter init_file1  = "default.mem",
  parameter init_file2  = "default.mem",
  parameter init_file3  = "default.mem",
  parameter init_file4  = "default.mem",
  parameter init_file5  = "default.mem",
  parameter init_file6  = "default.mem",
  parameter init_file7  = "default.mem"
)(
  input [63 : 0] data_in_1, data_in_2,
  input [(addr_width - 1) : 0] addr_1, addr_2,
  input [7 : 0] be_1, be_2,
  input we_1, we_2, clk,
  output [63 : 0] data_out_1, data_out_2
);
  wire RAM0_we_1, RAM0_we_2, RAM1_we_1, RAM1_we_2;
  wire RAM2_we_1, RAM2_we_2, RAM3_we_1, RAM3_we_2;
  wire RAM4_we_1, RAM4_we_2, RAM5_we_1, RAM5_we_2;
  wire RAM6_we_1, RAM6_we_2, RAM7_we_1, RAM7_we_2;
  assign RAM0_we_1 = we_1 && be_1[0];
  assign RAM0_we_2 = we_2 && be_2[0];
  ram_dual_port #(
    .data_width(8),
    .addr_width(addr_width),
    .num_elements(num_elements),
    .init_file(init_file0)
  ) RAM0 (
    .clk (clk),
    .we_1 (RAM0_we_1),
    .we_2 (RAM0_we_2),
    .addr_1 (addr_1),
    .addr_2 (addr_2),
    .data_in_1 (data_in_1[7 : 0]),
    .data_in_2 (data_in_2[7 : 0]),
    .data_out_1 (data_out_1[7 : 0]),
    .data_out_2 (data_out_2[7 : 0])
  );
  assign RAM1_we_1 = we_1 && be_1[1];
  assign RAM1_we_2 = we_2 && be_2[1];
  ram_dual_port #(
    .data_width(8),
    .addr_width(addr_width),
    .num_elements(num_elements),
    .init_file(init_file1)
  ) RAM1 (
    .clk (clk),
    .we_1 (RAM1_we_1),
    .we_2 (RAM1_we_2),
    .addr_1 (addr_1),
    .addr_2 (addr_2),
    .data_in_1 (data_in_1[15 : 8]),
    .data_in_2 (data_in_2[15 : 8]),
    .data_out_1 (data_out_1[15 : 8]),
    .data_out_2 (data_out_2[15 : 8])
  );
  assign RAM2_we_1 = we_1 && be_1[2];
  assign RAM2_we_2 = we_2 && be_2[2];
  ram_dual_port #(
    .data_width(8),
    .addr_width(addr_width),
    .num_elements(num_elements),
    .init_file(init_file2)
  ) RAM2 (
    .clk (clk),
    .we_1 (RAM2_we_1),
    .we_2 (RAM2_we_2),
    .addr_1 (addr_1),
    .addr_2 (addr_2),
    .data_in_1 (data_in_1[23 : 16]),
    .data_in_2 (data_in_2[23 : 16]),
    .data_out_1 (data_out_1[23 : 16]),
    .data_out_2 (data_out_2[23 : 16])
  );
  assign RAM3_we_1 = we_1 && be_1[3];
  assign RAM3_we_2 = we_2 && be_2[3];
  ram_dual_port #(
    .data_width(8),
    .addr_width(addr_width),
    .num_elements(num_elements),
    .init_file(init_file3)
  ) RAM3 (
    .clk (clk),
    .we_1 (RAM3_we_1),
    .we_2 (RAM3_we_2),
    .addr_1 (addr_1),
    .addr_2 (addr_2),
    .data_in_1 (data_in_1[31 : 24]),
    .data_in_2 (data_in_2[31 : 24]),
    .data_out_1 (data_out_1[31 : 24]),
    .data_out_2 (data_out_2[31 : 24])
  );
  assign RAM4_we_1 = we_1 && be_1[4];
  assign RAM4_we_2 = we_2 && be_2[4];
  ram_dual_port #(
    .data_width(8),
    .addr_width(addr_width),
    .num_elements(num_elements),
    .init_file(init_file4)
  ) RAM4 (
    .clk (clk),
    .we_1 (RAM4_we_1),
    .we_2 (RAM4_we_2),
    .addr_1 (addr_1),
    .addr_2 (addr_2),
    .data_in_1 (data_in_1[39 : 32]),
    .data_in_2 (data_in_2[39 : 32]),
    .data_out_1 (data_out_1[39 : 32]),
    .data_out_2 (data_out_2[39 : 32])
  );
  assign RAM5_we_1 = we_1 && be_1[5];
  assign RAM5_we_2 = we_2 && be_2[5];
  ram_dual_port #(
    .data_width(8),
    .addr_width(addr_width),
    .num_elements(num_elements),
    .init_file(init_file5)
  ) RAM5 (
    .clk (clk),
    .we_1 (RAM5_we_1),
    .we_2 (RAM5_we_2),
    .addr_1 (addr_1),
    .addr_2 (addr_2),
    .data_in_1 (data_in_1[47 : 40]),
    .data_in_2 (data_in_2[47 : 40]),
    .data_out_1 (data_out_1[47 : 40]),
    .data_out_2 (data_out_2[47 : 40])
  );
  assign RAM6_we_1 = we_1 && be_1[6];
  assign RAM6_we_2 = we_2 && be_2[6];
  ram_dual_port #(
    .data_width(8),
    .addr_width(addr_width),
    .num_elements(num_elements),
    .init_file(init_file6)
  ) RAM6 (
    .clk (clk),
    .we_1 (RAM6_we_1),
    .we_2 (RAM6_we_2),
    .addr_1 (addr_1),
    .addr_2 (addr_2),
    .data_in_1 (data_in_1[55 : 48]),
    .data_in_2 (data_in_2[55 : 48]),
    .data_out_1 (data_out_1[55 : 48]),
    .data_out_2 (data_out_2[55 : 48])
  );
  assign RAM7_we_1 = we_1 && be_1[7];
  assign RAM7_we_2 = we_2 && be_2[7];
  ram_dual_port #(
    .data_width(8),
    .addr_width(addr_width),
    .num_elements(num_elements),
    .init_file(init_file7)
  ) RAM7 (
    .clk (clk),
    .we_1 (RAM7_we_1),
    .we_2 (RAM7_we_2),
    .addr_1 (addr_1),
    .addr_2 (addr_2),
    .data_in_1 (data_in_1[63 : 56]),
    .data_in_2 (data_in_2[63 : 56]),
    .data_out_1 (data_out_1[63 : 56]),
    .data_out_2 (data_out_2[63 : 56])
  );
endmodule
`timescale 1 ns / 1 ns
module ram_dual_port_dist #(
  parameter data_width = 16,
  parameter addr_width = 10,
  parameter num_elements  = 16,
  parameter init_file  = "default.mem"
)(
  input [(data_width - 1) : 0] data_in_1, 
  input [(addr_width - 1) : 0] addr_1, addr_2,
  input we_1, clk,
  output wire [(data_width - 1) : 0] data_out_1, data_out_2
);
  reg [(data_width - 1) : 0] ram[(num_elements - 1):0];
  integer i;
  initial begin
    if (init_file == "default.mem") begin
      for (i = 0; i < num_elements; i = i + 1)
        ram[i] = 0;
    end else begin
      $readmemh(init_file, ram);
    end
  end
  always @ ( posedge clk )
  begin
    if (we_1) 
      ram[addr_1] <= data_in_1;
  end
  assign data_out_1 = ram[addr_1];
  assign data_out_2 = ram[addr_2];
endmodule
$ cat /design/flow/run.sh
#!/bin/bash
# OpenROAD 26Q1-2900-gdf79404cd8, Yosys 0.63+post, stock flow scripts
make -C /OpenROAD-flow-scripts/flow DESIGN_CONFIG=/design/flow/config.mk WORK_HOME=/design/flow/orfs finish
==> deck_impl_summary.md <==
Physical Implementation Snapshot

Run status
  – Status: complete, no violations

Synthesis
  – Share of the yosys chip area belonging to registers: 66.0%
  – Post-Syn Area: around 0.012 mm2
  – Yosys Instances: ~560
  – Top cells, area: edfxtp_1, mux4_2, a22oi_1
  – Area leader, netlist: edfxtp_1
  – YS chip area: 0.0116 mm2
  – Cell Type Count: 20
  – Post-synth EDFFs: around 260
  – Syn_area_per_cell: about 21 um2
  – Top cells by count, synth: edfxtp_1, mux4_2, a22oi_1
  – Synth Instances: 556
  – Yosys warning tally: 1
  – Area leader share: between 60% and 70%
  – Flops after synth: 256
  – Post-synth ARST share: 0%
  – Cell with the most instances after synthesis: edfxtp_1
  – Top_reg_cell synth: edfxtp_1

Detailed routing
  – Routed len/inst: 30.3 um
  – N_diodes: 0
  – Initial DRC Count: ~370
  – Final wirelength: slightly below 30000 um
  – DRC: 0
  – Drt pass-1 iters: 6
  – Via-per-instance ratio: between 6 and 7
  – Post-route ant nets: 0
  – Via Count: about 6300

Global route
  – Vias in the first global route: approximately 7000
  – Largest net degree at the start of global routing: 32
  – GR Overflow Total: 0
  – Initial antenna violation count: 0
  – GRT Util Overall: 29.1%
  – First-pass GRT wire length: around 43000 um

Power and ir drop
  – Int Pwr: approximately 5600 uW
  – Sw Pwr: 1510 uW
  – Switching part of the total: 21.3%
  – Worst IR Drop VDD: between 0.0004 and 0.0005 V
  – Total power: a little over 7000 uW
  – Cell Pwr Density: 516 mW/mm2
  – Combinational power share: 9.8%
  – Clock power share: between 30% and 40%
  – Lkg Pwr: about 0.0044 uW
  – Seq pwr share: just over 50%

Worst hold path
  – Min-Delay Path Class: primary input to register
  – Hold_sp: addr_1[2]

Placed design
  – HPWL after DPL: about 18000 um
  – Post-placement cell area: 0.0130 mm2
  – Port buffer count: 57
  – Cells after DPL: slightly above 900
  – Final GP Congestion: about 0.90
  – Pre-CTS WS: roughly 46 ps

Layout
  – Fillers: between 1500 and 2000
  – Final Cell Area: ~0.014 mm2
  – Fraction of layout cells with a size suffix above 1: between 30% and 40%
  – Final Non-Filler Cells: 957
  – Area growth, synth to finish: 18.1%
  – Logic area: roughly 0.0037 mm2
  – Storage cell area: ~0.0077 mm2
  – Top Registers: ram (256)
  – Max FFs per register: between 200 and 300
  – Largest Register: ram

CTS
  – Post-cts resize count: 0
  – Post-CTS Hold Fix Bufs: 0
  – Post-CTS setup buffer count: 0
  – Clk sinks: approximately 260
  – CTS tree: built
  – Clock Path Buffers: 3
  – Clk Tree Root Cell: clkbuf_16
  – TritonCTS Buffers: 27
  – H-Tree Depth: 1
  – Clock transition at the registers of the reported paths: around 60 ps

Floorplanning
  – Die area: 0.0239 mm2
  – Site Rows: 55
  – Num ports: roughly 70
  – Placeable Area: roughly 0.023 mm2
  – Die X: 155 um
  – Die height: ~150 um
  – FP Core Util: 51.3%

Worst setup path
  – CP top delay family: buffers and inverters
  – Crit path launch type: primary input
  – Most used cell, CP: buf_4
  – Crit path cell chain: buf_4 -> buf_4 -> mux4_2 -> a22oi_1 -> nand2_1 -> clkdlybuf4s50_1
  – Crit Path Class: primary input to output port
  – Crit path from: addr_2[0]
  – CP bufs+invs: 3
  – CP Capture Type: output port
  – Slowest cell on the critical path: mux4_2
  – Worst Path Max Fanout: 13
  – Critical path arrival: between 2000 and 3000 ps
  – Crit path largest cell delay: 560 ps
  – Worst Path Required: approximately 2600 ps

Run
  – Tool Warnings: 37
  – Max Cap Viol: 0

Final timing
  – Cycle use final: 95.8%
  – Fmax: between 300 and 400 MHz
  – Final Critical Period: around 3200 ps
  – Final Max Tran Viols: 0
  – RSZ-0062 raised after global routing: no
  – Worst Slack Setup Final: ~140 ps
  – Least-Margin Pin Slew: between 500 and 600 ps
  – Final setup vio count: 0
  – Relative slew slack: about three fifths
  – Final hold vios: 0
  – Final setup TNS: 0 ps
[per-stage QoR]
stage          hold WS (ps)  util [%]
6_report                862      60.5
4_1_cts                1040      60.5
5_1_grt                 872      60.5
3_5_place_dp           1590      57.0
3_3_place_gp           1560      57.0
2_1_floorplan           759         -
[worst paths after layout]
path  slack, ps  cells past startpoint             to
max         140                      6  data_out_2[9]
min         860                      3      ram[8][2]
[routing by layer]
layer / routed length (um) / track usage [%]
met3: 5100 / 22.1
met1: 9200 / 38.7
met5: 64 / 3.52
met2: 13900 / 41.8
met4: 659 / 4.67
[power by group through the flow]
| stage | Clock (uW) | Sequential (uW) | Combinational, uW |
|---|---|---|---|
| finish | 2730 | 3670 | 693 |
| global route | 2910 | 3680 | 744 |
| CTS | 2790 | 3670 | 700 |
[cells in the final DEF, fill, tap and decap left out, drive strengths merged]
| master | netlist | layout |
|---|---|---|
| nor2 | 14 | 14 |
| nor2b | 4 | 4 |
| clkbuf | 20 | 35 |
| buf | 25 | 63 |
| bufinv | 0 | 1 |
| nand3 | 1 | 1 |
| edfxtp | 256 | 256 |
| and2 | 2 | 2 |
| inv | 0 | 1 |
| nor3 | 4 | 4 |
| mux4 | 128 | 128 |
| dlymetal6s2s | 0 | 2 |
| clkdlybuf4s50 | 0 | 51 |
| clkinv | 0 | 7 |
| nand2b | 2 | 2 |
| or3b | 1 | 1 |
| clkinvlp | 0 | 1 |
| nand2 | 33 | 33 |
| a22oi | 64 | 64 |
| nand3b | 2 | 2 |
[kinds of logic (layout without fill, tap and decap cells)]
family | count (synthesis) | count (layout) | share of synthesized area [%]
DFF | 256 | 256 | 66.0
muxes | 128 | 128 | 24.8
AOI/OAI and AO/OA | 64 | 64 | 4.43
and+or+nand+nor | 63 | 63 | 2.36
buffers and inverters | 45 | 161 | 2.41
[cell type report]
cell class | count | share of cell area (%)
flip-flops and latches | 256 | 55.9
multi-input cells | 255 | 27.2
well taps | 285 | 2.59
repair buffers | 116 | 8.60
clock inverters | 10 | 0.582
clock buffers | 35 | 5.13
[worst min-delay path: stages]
cell,delay (ps)
dlymetal6s2s_1,270
nor3_2,110
buf_4,170
Power and IR drop assume default switching activity.
